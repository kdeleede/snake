[./config.mk]
export PLATFORM = sky130hd
export DESIGN_NAME = vga
export DESIGN_NICKNAME = vga
export VERILOG_FILES = /design/flow/design.v
export SDC_FILE = /design/flow/constraint.sdc
export NUM_CORES = 4
export LEC_CHECK = 1
export CORE_AREA = 10 10 89 89
export DIE_AREA = 0 0 99 99
[./run.sh]
#!/bin/bash
# OpenROAD 26Q1-2900-gdf79404cd8, Yosys 0.63+post, stock flow scripts
make -C /OpenROAD-flow-scripts/flow DESIGN_CONFIG=/design/flow/config.mk WORK_HOME=/design/flow/orfs finish
[./constraint.sdc]
current_design vga

set clk_period 4.0
set clk_io_pct 0.2

create_clock -name clk0 -period $clk_period [get_ports {dclk}]

set non_clock_inputs [all_inputs -no_clocks]
set_input_delay [expr $clk_period * $clk_io_pct] -clock clk0 $non_clock_inputs
set_output_delay [expr $clk_period * $clk_io_pct] -clock clk0 [all_outputs]
[./design.v]
`timescale 1ns / 1ps
module vga(
	input dclk,			 
	output hsync,		 
	output vsync,		 
	output reg [9:0] hc,
	output reg [9:0] vc
	);
parameter hpixels = 800; 
parameter vlines = 521;  
parameter hpulse = 96; 	 
parameter vpulse = 2; 	 
parameter hbp = 144; 	 
parameter hfp = 784; 	 
parameter vbp = 31; 		 
parameter vfp = 511; 	 
always @(posedge dclk)
begin
	begin
		if (hc < hpixels - 1)
			hc <= hc + 1;
		else
		begin
			hc <= 0;
			if (vc < vlines - 1)
				vc <= vc + 1;
			else
				vc <= 0;
		end
	end
end
assign hsync = (hc < hpulse) ? 0:1;
assign vsync = (vc < vpulse) ? 0:1;
endmodule
==> ci_impl_report.md <==
### Flow metrics

| Metric | Value |
|---|---|
| Vias in the first global route | `approximately 730` |
| Yosys warnings | `1` |
| Critical Path Start Type | `flop` |
| DP HPWL | `between 1500 and 2000 µm` |
| OpenROAD warning count | `25` |
| # hold bufs at CTS | `0` |
| Top area contributor share | `31.17%` |
| Cell Area, Synth | `963.4 µm²` |
| Setup violators final | `0` |
| Relative slew slack | `57.19%` |
| Most frequent cells in the layout | `clkdlybuf4s50_1, nor2_1, dfxtp_1, edfxtp_1, nand3_1` |
| N_diodes | `0` |
| Core footprint | `~0.006 mm²` |
| Final Non-Filler Cells | `200` |
| Max stage delay on crit path | `around 530 ps` |
| Status | `finished, final reports clean` |
| Wire per inst | `11.34 µm` |
| Post-synthesis cell count | `98` |
| CTS Buf Count | `3` |
| Port buffer count | `22` |
| Final Cell Area | `0.001330 mm²` |
| Clk buf depth | `2` |
| Worst slew pin tran | `640.8 ps` |
| Critical-path top delay cell | `nor4_1` |
| Power Dens Cells | `261.4 mW/mm²` |
| Peak supply drop | `0.00007992 V` |
| # rows | `28` |
| Setup ws final | `1387 ps` |
| Sequential power share | `61.2%` |
| Unique cell types | `29` |
| Final Slew Violations | `0` |
| Final-report hold violation count | `0` |
| Crit-path max FO | `6` |
| Reg area | `500.5 µm²` |
| Yosys cell count | `a little under 100` |
| Share of cells above drive strength 1 | `6.400%` |
| GRT Residual Overflow | `0` |
| Pin count of the biggest net entering global routing | `16` |
| Most used logic cell in the final layout | `clkdlybuf4s50_1` |
| Setup crit end kind | `primary output` |
| GP Congestion | `just under 0.8` |
| Yosys Chip Area | `approximately 960 µm²` |
| First-pass GRT wire length | `3622 µm` |
| Clk network pwr share | `38.8%` |
| Leakage power | `between 0.0004 and 0.0005 µW` |
| Iter 0 DRT Violations | `41` |
| Initial antenna violation count | `0` |
| Placed cell count | `just under 200` |
| CTS tree | `done` |
| DRC Markers | `0` |
| Final antenna-violating net count | `0` |
| Drt total wl | `2267 µm` |
| Setup Crit Path Kind | `reg2out` |
| Post-placement setup slack | `1657 ps` |
| Layout area overhead | `38.05%` |
| Leading area contributor after synthesis | `edfxtp_1` |
| Top cells, area | `edfxtp_1, dfxtp_1, nand3_1` |
| Minimum clock period | `2613 ps` |
| Cts repair resizes | `0` |
| Int Power | `283.6 µW` |
| Mean Syn Cell Area | `9.831 µm²` |
| Root Driver | `clkbuf_8` |
| Setup TNS | `0 ps` |
| FP Util | `16.08%` |
| Fill count | `669` |
| Crit-path cells | `nor4_1 -> nand3_1 -> clkdlybuf4s50_1` |
| Ports | `23` |
| Clk sinks | `20` |
| Comb. cell area | `455.4 µm²` |
| Placed cell areas | `0.001285 mm²` |
| Clock Pin Slew Worst Setup and Hold Paths | `about 70 ps` |
| Post-CTS Setup Bufs | `0` |
| NetSw | `64.02 µW` |
| Die Y | `99 µm` |
| Clk_skew | `1.602 ps` |
| Worst Hold Class | `reg2reg` |
| Vias/cell | `4.070` |
| Max cap viols | `0` |
| Max frequency | `382.7 MHz` |
| Combinational power share | `0%` |
| Synth Seq Share | `between 50% and 60%` |
| Crit share post-route | `around two thirds` |
| Vias | `between 800 and 900` |
| Die W | `99 µm` |
| RSZ-0062 raised after global routing | `no` |
| Initial DRT Pass Iterations | `2` |
| CP required | `3200 ps` |
| Data arrival, critical path | `1810 ps` |
| Ys flops | `20` |
| # H-tree levels | `1` |
| Sw Ratio | `a little under a fifth` |
| Late-Pin Clk Latency | `250 ps` |
| Die Footprint | `approximately 0.0098 mm²` |
| GRT Util Overall | `4.304%` |
-- critical path: cells and delay by family (launching register included) --
kind                   cells  cell delay [ps]
buffers and inverters      1              430
flip-flops                 1              470
AND/OR/NAND/NOR            2              650
-- area by class of cell --
class / count / area share (%)
flip-flops and latches: 20 / 37.63
multi-input cells: 76 / 34.24
repair buffers: 23 / 17.12
well taps: 75 / 7.055
clock buffers: 4 / 3.387
inverters: 2 / 0.5644
-- cell families after synthesis --
kind of cell	share of synthesized area [%]
DFF	51.95
and+or+nand+nor	26.10
buffers and inverters	0.7795
adders and majority gates	2.597
xor gates and xnor gates	5.455
AOI/OAI and AO/OA	13.12
-- path summary, 6_finish.rpt --
check             startpoint  cells after the start  endpoint  slack (ps)
hold / removal         hc[0]                      1     hc[0]         510
hold reg to reg        hc[0]                      1     hc[0]         510
setup reg to reg       vc[4]                      3     vc[5]        2320
setup / recovery       vc[4]                      3     vsync        1390
-- state kept, by name, summed over array words and instances (netlist names) --
name / flops
hc: 10
vc: 10
-- Yosys cell counts --
library cell  number
a21boi_0           1
and3_2             1
nand4_1            2
o31ai_1            1
o41ai_1            1
nand2b_1           1
a21boi_1           2
and4_2             1
nor3_1             2
a31oi_1            3
dfxtp_1           10
and4_1             1
xor2_1             4
xnor2_1            2
a31o_2             1
o21ai_0            6
nand3_1            9
a21oi_1            6
nor2_1            11
nand2_1            6
and2_1             2
edfxtp_1          10
ha_1               2
or4_1              2
nor4_1             1
inv_1              2
nand3_2            1
nor2b_1            2
or3_1              5
-- layer usage --
layer,share of wire [%],GRT usage (%)
met3,2.0,0.4933
met5,0,0
met2,48,6.964
met4,2.1,1.213
met1,48,5.920
-- per-stage QoR --
stage | util [%] | hold WS, ps | total power (µW)
2_1_floorplan | - | 436.9 | 217.5
3_3_place_gp | 21.45 | 464.9 | 217.5
3_5_place_dp | 21.45 | 488.5 | 217.5
4_1_cts | 22.20 | 508.5 | 352.9
5_1_grt | 22.20 | 555.3 | 363.0
6_report | 22.20 | 505.1 | 347.6
-- power by group through the flow --
stage / sequential, µW / combinational, µW / clock (µW)
finish: 213 / 0.000249 / 135
CTS: 213 / 0.000249 / 140
global route: 213 / 0.000249 / 150
Power is estimated from default activity; no workload was simulated.

**/design/flow/run.sh**
```bash
#!/bin/bash
# OpenROAD 26Q1-2900-gdf79404cd8, Yosys 0.63+post, stock flow scripts
make -C /OpenROAD-flow-scripts/flow DESIGN_CONFIG=/design/flow/config.mk WORK_HOME=/design/flow/orfs finish
```
**/design/flow/config.mk**
```make
export PLATFORM = sky130hd
export DESIGN_NAME = main
export DESIGN_NICKNAME = main
export VERILOG_FILES = /design/flow/design.v
export SDC_FILE = /design/flow/constraint.sdc
export NUM_CORES = 4
export LEC_CHECK = 1
export CORE_UTILIZATION = 50
```
**/design/flow/constraint.sdc**
```tcl
current_design main

set clk_period 12.5
set clk_io_pct 0.2

create_clock -name clk0 -period $clk_period [get_ports {clk}]

set non_clock_inputs [all_inputs -no_clocks]
set_input_delay [expr $clk_period * $clk_io_pct] -clock clk0 $non_clock_inputs
set_output_delay [expr $clk_period * $clk_io_pct] -clock clk0 [all_outputs]
```
**/design/flow/design.v**
```verilog
`timescale 1ns / 1ps
module display(
    input [3:0] number,
	 output reg [6:0] seg
	 );
	 always @* begin
		case(number)
			0: seg = 7'b1000000;
			1: seg = 7'b1111001;
			2: seg = 7'b0100100;
			3: seg = 7'b0110000;
			4: seg = 7'b0011001;
			5: seg = 7'b0010010;
			6: seg = 7'b0000010;
			7: seg = 7'b1111000;
			8: seg = 7'b0000000;
			9: seg = 7'b0010000;
			default: seg = 7'b1111111;  
		endcase
	 end
endmodule
`timescale 1ns / 1ps
module gamelogic(
    input master_clk,
	 input game_speed_clk,
	 input [1:0] direction,
	 input [9:0] index,
	 input rst,
	 output reg [9:0] score,
	 output reg won,
	 output reg lost,
	 output is_snake,
	 output is_food
	 );
parameter BACKGROUND = 8'b00000000;
parameter SNAKE_COLOR = 8'b00011000;
parameter FOOD_COLOR = 8'b00010011;
parameter MAX = 30;
parameter WIN = 18;
reg [29:0] check_snake;
reg [9:0] snake_body [29:0];
reg [9:0] head;
reg [9:0] length;
reg [9:0] food;
reg [9:0] random_num_1;
reg [4:0] rng1;
reg [4:0] rng2;
reg [9:0] next_head;
integer i;
initial begin
	for (i=0; i<30; i=i+1) begin
		snake_body[i] = 10'd1000;
	end
	food <= 88;
	snake_body[0] = 10'd3;
	snake_body[1] = 10'd2;
	snake_body[2] = 10'd1;
	snake_body[3] = 10'd0;
	length <= 9'd4;
	won <= 0;
	lost <= 0;
	score <= 0;
	rng1 <= 1;
	rng2 <= 3;
end
assign is_food = (food == index);
always @(posedge master_clk)
begin
	for (i=0; i<30; i=i+1) begin
		check_snake[i] <= (index == snake_body[i]);
	end
end
assign is_snake = |check_snake;
assign game_over = (|check_snake[29:1] & check_snake[0]);
reg lose;
always @(posedge game_speed_clk) begin
	case(direction)
		2'd0:
		begin
			if ((snake_body[0] % 30) == 0)
				next_head <= snake_body[0] + 10'd29;
			else
				next_head <= snake_body[0] - 10'd1;
		end
		2'd1:
		begin
			if ((snake_body[0] % 30) == 29)
				next_head <= snake_body[0] - 10'd29;
			else
				next_head <= snake_body[0] + 10'd1;
		end
		2'd2:
		begin
			if ((snake_body[0] / 30) == 0)
				next_head <= snake_body[0] + 10'd870;
			else
				next_head <= snake_body[0] - 10'd30;
		end
		2'd3:
		begin
			if ((snake_body[0] / 30) == 29)
				next_head <= snake_body[0] - 10'd870;
			else
				next_head <= snake_body[0] + 10'd30;
		end
		endcase
end	  
reg [9:0] snake_transition [29:0];
always @(posedge master_clk) begin
	rng1 <= { rng1[3:0], rng1[4] ^ rng1[2]};
	rng2 <= { rng2[3:0], rng2[4] ^ rng2[2]};
	if (rst) begin
		for (i=0; i<30; i=i+1) begin
			snake_body[i] = 10'd1020;
		end
		food <= {rng1,rng2}%900; 
		snake_body[0] = 10'd3;
		snake_body[1] = 10'd2;
		snake_body[2] = 10'd1;
		snake_body[3] = 10'd0;
		length <= 9'd4;
		won <= 0;
		lost <= 0;
		score <= 0;
	end
	if (game_over & ~rst) begin
		lost <= 1;
	end
	if (game_speed_clk & ~lost) begin
		if ((direction == 2'd0 && (snake_body[0] % 30) == 0) || (direction == 2'd1 && (snake_body[0] % 30) == 29) || (direction == 2'd2 && (snake_body[0] / 30) == 0) || (direction == 2'd3 && (snake_body[0] / 30) == 29)) begin
			lost <= 1;
		end
			else begin
			for (i=29; i!=0; i=i-1) begin
				if (i<length)
					snake_body[i] = snake_transition[i];
			end
			snake_body[0] = next_head;
		end
	end
	if (~game_speed_clk & next_head != food & ~lost) begin
		for (i=29; i!=0; i=i-1) begin
			if (i<length)
				snake_transition[i] = snake_body[i-1];
		end
	end
	if (~game_speed_clk & next_head == food &~lost) begin
		length <= length + 1;
		score <= score + 1;
		food <= {rng1,rng2}%900; 
		for (i=29; i!=0; i=i-1) begin
			if (i<length)
				snake_transition[i] = snake_body[i-1];
		end
	end
end
endmodule
`timescale 1ns / 1ps
module main(
	input clk,
	input rst,
	input btnu,
	input btnd,
	input btnl,
	input btnr,
	output reg [7:0] rgb,
	output hsync1,
	output vsync1,
	output reg [9:0] h_counter,
	output reg [9:0] v_counter,
	output reg [3:0] an,
	output reg [6:0] seg,
	output reg [1:0] direction
    );
	parameter BACKGROUND = 8'b00000000;
	parameter SNAKE_COLOR = 8'b00100011;
	parameter FOOD_COLOR = 8'b00000011;
	parameter WHITE = 8'b11111111;
	parameter MAX = 30;
	parameter WIN = 18;
	initial rgb = BACKGROUND;
	reg half_clk;
	reg dclk;
	initial begin
		half_clk <= 0;
		dclk <= 0;
	end
	always @(posedge clk) begin
		half_clk <= ~half_clk;
		if (half_clk) begin
			dclk <= ~dclk;
		end
	end
	reg [31:0] count_1hz;
	reg clk_1hz;
	initial begin
		count_1hz <= 0;
		clk_1hz <= 0;
	end
	always @(posedge clk) begin
		if (count_1hz == 49999999) begin
			count_1hz <= 0;
			clk_1hz <= ~clk_1hz;
		end
		else begin
			count_1hz <= count_1hz + 1;
		end
	end
	reg [31:0] count_2hz;
	reg clk_2hz;
	initial begin
		count_2hz <= 0;
		clk_2hz <= 0;
	end
	always @(posedge clk) begin
		if (count_2hz == 3124999) begin 
			count_2hz <= 0;
			clk_2hz <= ~clk_2hz;
		end
		else begin
			count_2hz <= count_2hz + 1;
		end
	end
	reg [31:0] count_fast;
	reg clk_fast;
	always @(posedge clk) begin
		if (count_fast == 249999) begin
			count_fast <= 0;
			clk_fast <= ~clk_fast;
		end
		else begin
			count_fast <= count_fast + 1;
		end
	end
	wire is_snake;
	wire is_food;
	reg in_display;
	reg is_border;
	initial begin
		is_border <= 0;
		in_display <=0;
	end
	always @(posedge clk) begin
		if (h_counter > 223 && h_counter < 705 && v_counter > 33 && v_counter <515)
			in_display <= 1;
		else
			in_display <= 0;
	end
	reg [9:0] index_reg;
	wire [9:0] index;
	assign index = index_reg;
	always @(posedge clk) begin
		index_reg <= (h_counter - 224) / 16 + (v_counter - 35) / 16 * 30;
	end
	always @(posedge clk) begin
		if ((h_counter - 224) % 16 == 0 | (v_counter - 35) % 16 == 0 | v_counter == 514)
			is_border = 1;
		else
			is_border = 0;
	end
	wire won;
	wire lost;
	always @(posedge clk) begin
		if (in_display) begin
			if (is_border)
				rgb <= WHITE;
			else if (is_snake)
				rgb <= SNAKE_COLOR;
			else if (is_food)
				rgb <= FOOD_COLOR;
			else
				rgb <= BACKGROUND;
		end
		else
			rgb <= BACKGROUND;
	end
	reg [1:0] next_direction;
	initial begin
		direction = 2'd1;
		next_direction = 2'd1;
	end
	always @(posedge clk) begin
		if (rst) begin
			direction <= 2'd1;
			next_direction <= 2'd1;
		end
		if (clk_2hz)
			direction <= next_direction;
		else if (btnr) begin
			if (direction != 2'd0)
				next_direction <= 2'd1;
		end
		else if (btnl) begin
			if (direction != 2'd1)
				next_direction <= 2'd0;
		end
		else if (btnu) begin
			if (direction != 2'd3)
				next_direction <= 2'd2;
		end
		else if (btnd) begin
			if (direction != 2'd2)
				next_direction <= 2'd3;
		end
	end
	wire [9:0] score;
	parameter hpixels = 800; 
	parameter vlines = 521;  
	parameter hpulse = 96; 	 
	parameter vpulse = 2; 	 
	parameter hbp = 144; 	 
	parameter hfp = 784; 	 
	parameter vbp = 31; 		 
	parameter vfp = 511; 	 
	always @(posedge dclk)
	begin
		begin
			if (h_counter < hpixels - 1)
				h_counter <= h_counter + 1;
			else
			begin
				h_counter <= 0;
				if (v_counter < vlines - 1)
					v_counter <= v_counter + 1;
				else
					v_counter <= 0;
			end
		end
	end
	assign hsync1 = (h_counter < hpulse) ? 0:1;
	assign vsync1 = (v_counter < vpulse) ? 0:1;
	gamelogic gamelogic(
		.master_clk(clk),
		.game_speed_clk(clk_2hz),
		.direction(direction),
		.index(index),
		.rst(rst),
		.score(score),
		.won(won),
		.lost(lost),
		.is_snake(is_snake),
		.is_food(is_food)
	);
	wire [6:0] seg_fourth_dig;
	wire [6:0] seg_third_dig;
	wire [6:0] seg_second_dig;
	wire [6:0] seg_first_dig;
	wire [3:0] first_dig;
	wire [3:0] second_dig;
	wire [3:0] third_dig;
	wire [3:0] fourth_dig;	
	assign first_dig = score % 10;
	assign second_dig = (score / 10) % 10;
	assign third_dig = (score / 100) % 10;
	assign fourth_dig = (score / 1000) % 10;
	display firstdig(
		.number(first_dig),
		.seg(seg_first_dig)
	);
	display seconddig(
		.number(second_dig),
		.seg(seg_second_dig)
	);
	display thirddig(
		.number(third_dig),
		.seg(seg_third_dig)
	);
	display fourthdig(
		.number(fourth_dig),
		.seg(seg_fourth_dig)
	);
	reg [1:0] an_count = 0;
	always @(posedge clk_fast) begin
		if (an_count ==0) begin
			an <= 4'b0111;
			an_count <= an_count + 1;
			seg <= seg_fourth_dig;
		end
		else if (an_count == 1) begin
			an <= 4'b1011;
			an_count <= an_count + 1;
			seg <= seg_third_dig;
		end
		else if (an_count == 2) begin
			an <= 4'b1101;
			an_count <= an_count + 1;
			seg <= seg_second_dig;
		end
		else begin
			an <= 4'b1110;
			an_count <= an_count + 1;
			seg <= seg_first_dig;
		end
	end
endmodule
```
==> ci_impl_report.md <==
### Metrics collected by this job

| Metric | Value |
|---|---|
| Combinational cell fraction of total power | between 10% and 20% |
| Site row count | about 100 |
| Die X | about 290 um |
| Top cells by area | dfxtp_1 24%, edfxtp_1 22%, xnor2_1 7.4% |
| Setup CP Type | in -> reg |
| IO Pins | between 40 and 50 |
| RSZ-0062 raised after global routing | false |
| Routed vias | 31.6k |
| Commonest cells in the netlist | 653 x nor2_1, 494 x dfxtp_1, 362 x a21oi_1 |
| Clk Latency, worst-skew pair | ~650 ps |
| Vias per cell | 5.65 |
| Fmax | a little over 0.1 GHz |
| Clock slew seen by the registers of the worst setup and hold paths | around 60 ps |
| Hold buffers post-CTS | 0 |
| Tot GR Track Use | 26.4% |
| Initial antenna violation count | 0 |
| Hold path depth | 0 |
| Grt ovf | 0 |
| Number of enable flip-flop cells | between 200 and 300 |
| Area reported by Yosys stat | 40800 um2 |
| Synth warn | 6 |
| Clk_skew | 30.1 ps |
| VDD IR max | between 0.1 and 0.15 mV |
| Ys cells | between 4k and 5k |
| CP Data Required Time | between 10000 and 15000 ps |
| Core Util at FP | 50.6% |
| Worst slack, placed | 2300 ps |
| # DRC | 0 |
| Worst slew margin | between 30% and 40% |
| Post-CTS Setup Bufs | 0 |
| DP Area | between 40000 and 50000 um2 |
| Worst hold slack | ~370 ps |
| Hold Violations, Final | 0 |
| Sw Ratio | ~29% |
| DP Wirelength | around 66000 um |
| DRT Pass-1 Iters | 5 |
| Most frequent cell after synthesis | nor2_1 |
| Max Transition Viols Final | 0 |
| Worst EP arrival | approximately 10000 ps |
| Num CTS Buffers | 83 |
| Clk buf depth | 3 |
| Vias in the first global route | 30.0k |
| Die height | 288 um |
| Post-route design area | between 40000 and 50000 um2 |
| Async SR Flop Fraction | 0% |
| R2r setup slk | 4480 ps |
| Final setup fails | 0 |
| Netlist Area Pre-Place | 40800 um2 |
| Final Total Pwr | roughly 7.1 mW |
| # Max-Cap Violations | 0 |
| Hold path start | gamelogic.rng2[1] |
| Detailed Route Iter0 Violations | between 1.5k and 2k |
| Crit path capture type | flop |
| Unique cell types | 110 |
| Yosys top cell by area | dfxtp_1 |
| Endpoints left unconstrained | roughly 98 |
| Layout cell share with drive strength beyond 1 | around 7% |
| Chip area | 82800 um2 |
| Most used flip-flop cell | dfxtp_1 |
| Crit Reg-Reg Endpoint | gamelogic.snake_body[16][1] |
| Startpoint Class | input port |
| Top area contributor share | about a quarter |
| P&R area growth vs syn | 9.88% |
| Status | completed |
| DRT antenna net count | 0 |
| Largest net degree at the start of global routing | approximately 120 |
| Cycle use final | between 70% and 80% |
| Core area | 80700 um2 |
| Register area share after synthesis | between 40% and 50% |
| Net Sw Power | between 2 and 2.5 mW |
| First-pass GRT wire length | roughly 170000 um |
| Syn_area_per_cell | roughly 8.9 um2 |
| Worst-path fanout max | approximately 87 |
| # H-tree levels | 3 |
| OpenROAD warning count | roughly 61 |
| Ys flops | roughly 790 |
| Leak Pwr | approximately 17 nW |
| Post_cts resized | 0 |
| Post-Route WL | 103000 um |
| Routability congestion estimate | just under 0.9 |
| RR Startpoint | gamelogic.snake_body[0][8] |
| Clock network fraction of design power | 36.1% |
| Minimum clock period | 9620 ps |
| Final core occ | ~56% |
| Post-synthesis instance total | between 4k and 5k |
| Worst-margin pin slew | between 800 and 900 ps |
| CTS tree | done |
| Root Driver | clkbuf_16 |
| Final Non-Filler Cells | 5586 |
| IO Port Bufs | between 40 and 50 |
| DR WL/cell | between 15 and 20 um |
| Worst r2r path cells | 24 |
| Setup slack after layout | between 2000 and 3000 ps |
| PwrDens | between 150 and 200 nW/um2 |
| Fin Setup TNS | 0 ps |
| Cells after DPL | ~5.4k |
| Register pins left without a clock | 43 |
| Pint | 5.05 mW |
| Seq pwr share | 46.6% |
| WHS Endpoint | gamelogic.rng2[2] |
| Hold Path Class | reg -> reg |
==> cell type report <==
class	count	area, um2
clock buffers	116	2410
multi-input cells	3309	20100
fillers	7094	35800
inverters	146	559
diodes	1	2.50
clock inverters	39	514
flip-flops and latches	791	18800
well taps	1060	1330
repair buffers	124	1080
==> metal layers <==
layer	part of all wire (%)	GRT usage [%]	up-vias
li1	-	-	15900
met1	46	41.1	14900
met2	46	40.3	722
met3	5.9	5.51	131
met4	2.0	4.96	0
met5	0	0	-
==> cell families after synthesis <==
| kind of cell | Yosys count | synth area share (%) |
|---|---|---|
| XOR/XNOR | 480 | 10.3 |
| flip-flops | 791 | 46.1 |
| multiplexers | 45 | 1.23 |
| AND-OR/OR-AND | 998 | 15.1 |
| AND/OR/NAND/NOR | 1686 | 19.3 |
| adder cells (fa/ha/maj) | 100 | 3.29 |
| buffers and inverters | 470 | 4.64 |
==> critical path, cell delays in order <==
cell and delay [ps]:
buf_8 400, nand2b_1 290, inv_1 70, ha_1 310, o211ai_1 400, xor2_1 140, o41ai_2 810, a32oi_1 230
xor2_1 210, o311ai_2 500, a21oi_1 200, or3_1 410, a311o_1 300, a21oi_1 290, o2111ai_1 180, o211ai_2 190
a31oi_1 140, nand4b_1 110, a21o_1 90, nand2_1 110, a21oi_4 200, buf_12 380, nand2_1 500, a21oi_1 850
o21ai_0 210
==> placed cells by master, fill, tap and decap left out, types with 22 or more instances in the layout <==
cell	Yosys	final
dfxtp_1	494	484
nand2_1	314	314
nor3_1	73	73
xnor2_1	345	345
nor2_1	653	653
buf_4	18	74
nor4_1	56	55
a211oi_1	23	23
ha_1	84	84
mux2_2	28	28
o21ai_0	230	229
and3_1	27	27
o31ai_1	174	174
nand2b_1	30	30
nor2b_1	26	26
clkbuf_16	0	87
clkdlybuf4s50_1	0	47
a21oi_1	362	361
nor3b_1	30	30
or3_1	24	24
edfxtp_1	297	297
inv_1	137	137
and2_1	22	22
nand4_1	90	90
nand3_1	273	273
a31oi_1	40	40
xor2_1	135	135
==> power by group through the flow <==
stage | Clock (mW) | Combinational, mW | Sequential, mW
4_1_cts | 2.62 | 1.23 | 3.30
5_1_grt | 2.72 | 1.39 | 3.36
6_report | 2.56 | 1.23 | 3.30
==> worst max-delay path by stage <==
stage	start	cells after the start	end
finish	rst	25	gamelogic.snake_body[16][1]
global route	rst	25	gamelogic.snake_body[16][0]
CTS	rst	25	gamelogic.snake_body[16][0]
Power is estimated from default activity; no workload was simulated.
